### flow/config.mk
export PLATFORM = sky130hd
export DESIGN_NAME = tic_tac_toe_game
export DESIGN_NICKNAME = tic_tac_toe_game
export VERILOG_FILES = /design/flow/design.v
export SDC_FILE = /design/flow/constraint.sdc
export NUM_CORES = 4
export LEC_CHECK = 1
export CORE_AREA = 10 10 107 107
export DIE_AREA = 0 0 117 117
### flow/design.v
module tic_tac_toe_game(
     input clock,  
     input reset,  
     input play,  
     input pc,  
     input [3:0] computer_position,player_position, 
     output wire [1:0] pos1,pos2,pos3,
     pos4,pos5,pos6,pos7,pos8,pos9,
     output wire[1:0]who,
     output co
     );
 wire [15:0] PC_en; 
 wire [15:0] PL_en;  
 wire illegal_move;  
 wire win;  
 wire computer_play;  
 wire player_play;  
 wire no_space;  
 reg [35:0] count=0;
 assign co=count[0];
 always @(posedge clock)
 count=count+1; 
  position_registers position_reg_unit(
      co,  
      reset,  
      illegal_move,  
      PC_en[8:0],  
      PL_en[8:0],  
      pos1,pos2,pos3,pos4,pos5,pos6,pos7,pos8,pos9 
      );
 winner_detector win_detect_unit(pos1,pos2,pos3,pos4,pos5,pos6,pos7,pos8,pos9,win,who);
 position_decoder pd1(computer_position,computer_play,PC_en);
 position_decoder pd2(player_position,player_play,PL_en); 
  illegal_move_detector imd_unit(
   pos1,pos2,pos3,pos4,pos5,pos6,pos7,pos8,pos9, 
   PC_en[8:0], PL_en[8:0], 
   illegal_move
   );
 nospace_detector nsd_unit(
   pos1,pos2,pos3,pos4,pos5,pos6,pos7,pos8,pos9, 
   no_space
    ); 
 fsm_controller tic_tac_toe_controller(
     co, 
     reset, 
     play,  
     pc, 
     illegal_move, 
     no_space,  
     win,  
     computer_play,  
     player_play  
     );    
endmodule 
module position_registers(
      input co,  
      input reset,  
      input illegal_move,  
      input [8:0] PC_en,  
      input [8:0] PL_en,  
      output reg[1:0] pos1,pos2,pos3,pos4,pos5,pos6,pos7,pos8,pos9 
      );
 always @(posedge co or posedge reset)
 begin
  if(reset) 
   pos1 <= 2'b00;
  else begin
   if(illegal_move==1'b1)
    pos1 <= pos1; 
   else if(PC_en[0]==1'b1)
    pos1 <= 2'b10;  
   else if (PL_en[0]==1'b1)
    pos1 <= 2'b01; 
   else 
    pos1 <= pos1; 
  end 
 end 
 always @(posedge co or posedge reset)
 begin
  if(reset) 
   pos2 <= 2'b00;
  else begin
   if(illegal_move==1'b1)
    pos2 <= pos2; 
   else if(PC_en[1]==1'b1)
    pos2 <= 2'b10;  
   else if (PL_en[1]==1'b1)
    pos2 <= 2'b01; 
   else 
    pos2 <= pos2; 
  end 
 end 
 always @(posedge co or posedge reset)
 begin
  if(reset) 
   pos3 <= 2'b00;
  else begin
   if(illegal_move==1'b1)
    pos3 <= pos3; 
   else if(PC_en[2]==1'b1)
    pos3 <= 2'b10;  
   else if (PL_en[2]==1'b1)
    pos3 <= 2'b01; 
   else 
    pos3 <= pos3; 
  end 
 end  
 always @(posedge co or posedge reset)
 begin
  if(reset) 
   pos4 <= 2'b00;
  else begin
   if(illegal_move==1'b1)
    pos4 <= pos4; 
   else if(PC_en[3]==1'b1)
    pos4 <= 2'b10;  
   else if (PL_en[3]==1'b1)
    pos4 <= 2'b01; 
   else 
    pos4 <= pos4; 
  end 
 end 
 always @(posedge co or posedge reset)
 begin
  if(reset) 
   pos5 <= 2'b00;
  else begin
   if(illegal_move==1'b1)
    pos5 <= pos5; 
   else if(PC_en[4]==1'b1)
    pos5 <= 2'b10;  
   else if (PL_en[4]==1'b1)
    pos5 <= 2'b01; 
   else 
    pos5 <= pos5; 
  end 
 end 
 always @(posedge co or posedge reset)
 begin
  if(reset) 
   pos6 <= 2'b00;
  else begin
   if(illegal_move==1'b1)
    pos6 <= pos6; 
   else if(PC_en[5]==1'b1)
    pos6 <= 2'b10;  
   else if (PL_en[5]==1'b1)
    pos6 <= 2'b01; 
   else 
    pos6 <= pos6; 
  end 
 end 
 always @(posedge co or posedge reset)
 begin
  if(reset) 
   pos7 <= 2'b00;
  else begin
   if(illegal_move==1'b1)
    pos7 <= pos7; 
   else if(PC_en[6]==1'b1)
    pos7 <= 2'b10;  
   else if (PL_en[6]==1'b1)
    pos7 <= 2'b01; 
   else 
    pos7 <= pos7; 
  end 
 end 
 always @(posedge co or posedge reset)
 begin
  if(reset) 
   pos8 <= 2'b00;
  else begin
   if(illegal_move==1'b1)
    pos8 <= pos8; 
   else if(PC_en[7]==1'b1)
    pos8 <= 2'b10;  
   else if (PL_en[7]==1'b1)
    pos8 <= 2'b01; 
   else 
    pos8 <= pos8; 
  end 
 end 
 always @(posedge co or posedge reset)
 begin
  if(reset) 
   pos9 <= 2'b00;
  else begin
   if(illegal_move==1'b1)
    pos9 <= pos9; 
   else if(PC_en[8]==1'b1)
    pos9 <= 2'b10;  
   else if (PL_en[8]==1'b1)
    pos9 <= 2'b01; 
   else 
    pos9 <= pos9; 
  end 
 end  
endmodule 
module fsm_controller(
     input co, 
     input reset, 
     play,  
     pc, 
     illegal_move, 
     no_space,  
     win,  
     output reg computer_play,  
     player_play  
     );
parameter IDLE=2'b00;
parameter PLAYER=2'b01;
parameter COMPUTER=2'b10;
parameter GAME_DONE=2'b11;
reg[1:0] current_state, next_state;
always @(posedge co or posedge reset) 
begin 
 if(reset)
  current_state <= IDLE;
 else 
  current_state <= next_state;
end 
always @(*)
 begin
 case(current_state)
 IDLE: begin 
  if(reset==1'b0 && play == 1'b1)
   next_state <= PLAYER;  
  else 
   next_state <= IDLE;
  player_play <= 1'b0;
  computer_play <= 1'b0;
 end 
 PLAYER:begin 
  player_play <= 1'b1;
  computer_play <= 1'b0;
  if(illegal_move==1'b0)
   next_state <= COMPUTER;  
  else 
   next_state <= IDLE;
 end 
 COMPUTER:begin 
  player_play <= 1'b0;
  if(pc==1'b0) begin 
   next_state <= COMPUTER;
   computer_play <= 1'b0;
  end
  else if(win==1'b0 && no_space == 1'b0)
  begin 
   next_state <= IDLE;
   computer_play <= 1'b1; 
  end 
  else if(no_space == 1 || win ==1'b1)
  begin 
   next_state <= GAME_DONE;  
   computer_play <= 1'b1; 
  end  
 end 
 GAME_DONE:begin  
  player_play <= 1'b0;
  computer_play <= 1'b0; 
  if(reset==1'b1) 
   next_state <= IDLE; 
  else 
   next_state <= GAME_DONE;  
 end 
 default: next_state <= IDLE; 
 endcase
 end
endmodule 
module nospace_detector(
   input [1:0] pos1,pos2,pos3,pos4,pos5,pos6,pos7,pos8,pos9, 
   output wire no_space
    );
wire temp1,temp2,temp3,temp4,temp5,temp6,temp7,temp8,temp9;
assign temp1 = pos1[1] | pos1[0];
assign temp2 = pos2[1] | pos2[0];
assign temp3 = pos3[1] | pos3[0];
assign temp4 = pos4[1] | pos4[0];
assign temp5 = pos5[1] | pos5[0];
assign temp6 = pos6[1] | pos6[0];
assign temp7 = pos7[1] | pos7[0];
assign temp8 = pos8[1] | pos8[0];
assign temp9 = pos9[1] | pos9[0];
assign no_space =((((((((temp1 & temp2) & temp3) & temp4) & temp5) & temp6) & temp7) & temp8) & temp9);
endmodule 
module illegal_move_detector(
   input [1:0] pos1,pos2,pos3,pos4,pos5,pos6,pos7,pos8,pos9, 
   input [8:0] PC_en, PL_en, 
   output wire illegal_move
   );
wire temp1,temp2,temp3,temp4,temp5,temp6,temp7,temp8,temp9;
wire temp11,temp12,temp13,temp14,temp15,temp16,temp17,temp18,temp19;
wire temp21,temp22;
assign temp1 = (pos1[1] | pos1[0]) & PL_en[0];
assign temp2 = (pos2[1] | pos2[0]) & PL_en[1];
assign temp3 = (pos3[1] | pos3[0]) & PL_en[2];
assign temp4 = (pos4[1] | pos4[0]) & PL_en[3];
assign temp5 = (pos5[1] | pos5[0]) & PL_en[4];
assign temp6 = (pos6[1] | pos6[0]) & PL_en[5];
assign temp7 = (pos7[1] | pos7[0]) & PL_en[6];
assign temp8 = (pos8[1] | pos8[0]) & PL_en[7];
assign temp9 = (pos9[1] | pos9[0]) & PL_en[8];
assign temp11 = (pos1[1] | pos1[0]) & PC_en[0];
assign temp12 = (pos2[1] | pos2[0]) & PC_en[1];
assign temp13 = (pos3[1] | pos3[0]) & PC_en[2];
assign temp14 = (pos4[1] | pos4[0]) & PC_en[3];
assign temp15 = (pos5[1] | pos5[0]) & PC_en[4];
assign temp16 = (pos6[1] | pos6[0]) & PC_en[5];
assign temp17 = (pos7[1] | pos7[0]) & PC_en[6];
assign temp18 = (pos8[1] | pos8[0]) & PC_en[7];
assign temp19 = (pos9[1] | pos9[0]) & PC_en[8];
assign temp21 =((((((((temp1 | temp2) | temp3) | temp4) | temp5) | temp6) | temp7) | temp8) | temp9);
assign temp22 =((((((((temp11 | temp12) | temp13) | temp14) | temp15) | temp16) | temp17) | temp18) | temp19);
assign illegal_move = temp21 | temp22 ;
endmodule 
module position_decoder(input[3:0] in, input enable, output wire [15:0] out_en);
 reg[15:0] temp1;
 assign out_en = (enable==1'b1)?temp1:16'd0;
 always @(*)
 begin
 case(in)
 4'd0: temp1 <= 16'b0000000000000001;
 4'd1: temp1 <= 16'b0000000000000010; 
 4'd2: temp1 <= 16'b0000000000000100;
 4'd3: temp1 <= 16'b0000000000001000;
 4'd4: temp1 <= 16'b0000000000010000;
 4'd5: temp1 <= 16'b0000000000100000;
 4'd6: temp1 <= 16'b0000000001000000;
 4'd7: temp1 <= 16'b0000000010000000;
 4'd8: temp1 <= 16'b0000000100000000;
 4'd9: temp1 <= 16'b0000001000000000;
 4'd10: temp1 <= 16'b0000010000000000;
 4'd11: temp1 <= 16'b0000100000000000;
 4'd12: temp1 <= 16'b0001000000000000;
 4'd13: temp1 <= 16'b0010000000000000;
 4'd14: temp1 <= 16'b0100000000000000;
 4'd15: temp1 <= 16'b1000000000000000;
 default: temp1 <= 16'b0000000000000001; 
 endcase 
end 
endmodule 
module winner_detector(input [1:0] pos1,pos2,pos3,pos4,pos5,pos6,pos7,pos8,pos9, output wire winner, output wire [1:0]who);
wire win1,win2,win3,win4,win5,win6,win7,win8;
wire [1:0] who1,who2,who3,who4,who5,who6,who7,who8;
winner_detect_3 u1(pos1,pos2,pos3,win1,who1); 
winner_detect_3 u2(pos4,pos5,pos6,win2,who2); 
winner_detect_3 u3(pos7,pos8,pos9,win3,who3); 
winner_detect_3 u4(pos1,pos4,pos7,win4,who4); 
winner_detect_3 u5(pos2,pos5,pos8,win5,who5); 
winner_detect_3 u6(pos3,pos6,pos9,win6,who6); 
winner_detect_3 u7(pos1,pos5,pos9,win7,who7); 
winner_detect_3 u8(pos3,pos5,pos6,win8,who8); 
assign winner = (((((((win1 | win2) | win3) | win4) | win5) | win6) | win7) | win8);
assign who = (((((((who1 | who2) | who3) | who4) | who5) | who6) | who7) | who8);
endmodule 
module winner_detect_3(input [1:0] pos0,pos1,pos2, output wire winner, output wire [1:0]who);
wire [1:0] temp0,temp1,temp2;
wire temp3;
assign temp0[1] = !(pos0[1]^pos1[1]);
assign temp0[0] = !(pos0[0]^pos1[0]);
assign temp1[1] = !(pos2[1]^pos1[1]);
assign temp1[0] = !(pos2[0]^pos1[0]);
assign temp2[1] = temp0[1] & temp1[1];
assign temp2[0] = temp0[0] & temp1[0];
assign temp3 = pos0[1] | pos0[0];
assign winner = temp3 & temp2[1] & temp2[0];
assign who[1] = winner & pos0[1];
assign who[0] = winner & pos0[0];
endmodule
### flow/constraint.sdc
current_design tic_tac_toe_game

set clk_period 1.6
set clk_io_pct 0.2

create_clock -name clk0 -period $clk_period [get_ports {clock}]

set non_clock_inputs [all_inputs -no_clocks]
set_input_delay [expr $clk_period * $clk_io_pct] -clock clk0 $non_clock_inputs
set_output_delay [expr $clk_period * $clk_io_pct] -clock clk0 [all_outputs]
### flow/run.sh
#!/bin/bash
# OpenROAD 26Q1-2900-gdf79404cd8, Yosys 0.63+post, stock flow scripts
make -C /OpenROAD-flow-scripts/flow DESIGN_CONFIG=/design/flow/config.mk WORK_HOME=/design/flow/orfs finish
==> impl_metrics.py <==
# Generated from Yosys and OpenROAD reports
metrics = {
    "run_status": {
        "run_status": "complete, no violations",
    },
    "worst_setup_path": {
        "path_buffers": 1,
        "crit_fanout": 2,
        "crit_path_start_kind": "flip-flop",
        "regToRegSetupSlack_ns": 0.90,
        "reg2reg_depth": 2,
        "path_cells": "clkdlybuf4s50_1",
        "end_kind": "primary output",
        "slowest_delay_ns": 0.47,
        "crit_type": "flip-flop to primary output",
        "cp_data_required_time_ns": 1.28,
        "crit_slowest_cell": "clkdlybuf4s50_1",
        "cpLargestDelayFamily": "buffers and inverters",
        "r2r-start": "count[0]",
        "timing.rr.end": "count[0]",
        "critPathArrivalTime_ns": 0.77,
    },
    "timing": {
        "hold_slack_ns": 0.574,
        "worst_slew_pin_slew_ns": 0.797,
        "setup_viol": 0,
        "slew_violations": 0,
        "untimed_endpoints": 43,
        "unclocked_regs": 23,
        "finalClockPeriodUsage_pct": 68.3,
        "rsz0062_at_grt": "false",
        "fin_crit_ns": 1.09,
        "setup_ws_ns": 0.506,
        "max-slew-margin-rel_pct": 46.8,
        "fmax_mhz": 914,
        "setup_tns_ns": 0,
        "hold_viol": 0,
        "fin_skew_ns": 0,
    },
    "synth": {
        "yosysWarnings": 4,
        "ys_cells": 190,
        "numSynthFlops": 24,
        "ys_chip_area_sq_um": 1670,
        "top_area_cell": "dfrtp_1",
        "yosysMostFrequentCell": "dfrtp_1",
        "synth-async-reset-ratio_pct": 83.3,
        "synth_area_sq_um": 1670,
        "common_cells": "dfrtp_1, nor3_1, and3_1, nor2_1",
        "post-synth-top-area-fraction_pct": 30.0,
        "synthCells": 190,
        "synth_cell_type_count": 56,
        "edf_count": 0,
        "topCellsByArea": "dfrtp_1, nor3_1, and3_1",
        "ys.flop_type": "dfrtp_1",
        "synth_area_per_cell_sq_um": 8.78,
    },
    "floorplan": {
        "num_rows": 35,
        "fp_util_pct": 18.1,
        "core_area_sq_um": 9200,
        "pin_count": 33,
        "fp.dieW_microns": 117,
        "die_y_microns": 117,
        "die-area_sq_um": 13700,
    },
    "global_routing": {
        "grt.total_usage_pct": 7.65,
        "antenna_found_initial": 0,
        "grt_pass1_vias": 1491,
        "grt_pass1_wl_mm": 8.47,
        "grt_max_degree": 22,
        "grt_overflow": 0,
    },
    "drt": {
        "postRouteAntennaNets": 0,
        "vias_per_cell": 5.17,
        "routed_wl_mm": 5.20,
        "avgRoutedWirePerCell_microns": 16.2,
        "drt_iter0_markers": 195,
        "wl_met3_microns": 490,
        "vias": 1659,
        "wl_met2_mm": 2.18,
        "diodes": 0,
        "drt_pass1_iterations": 4,
        "drc_errors": 0,
        "top_layer": "met3",
        "drt-met1-wl_mm": 2.53,
    },
    "pwr": {
        "internal-power_uw": 71.4,
        "p_per_area_nw_per_um2": 63.0,
        "total_power_uw": 130,
        "switchingPower_uw": 58.1,
        "power_frac_seq_pct": 22.9,
        "power_frac_clock_pct": 0,
        "swShare_pct": 44.9,
        "combPwrFrac_pct": 77.1,
        "p_leak_uw": 0.000816,
        "ir_drop_mv": 0.107,
    },
    "finish": {
        "fillers": 1022,
        "drive_gt1_share_pct": 5.71,
        "area_growth_pct": 23.3,
    },
    "clock_tree": {
        "cts.repair.resized": 0,
        "postCtsHoldBufs": 0,
        "clock_latency_ns": 0,
        "postCtsSetupRepairBufs": 0,
        "clk_pin_slew_ns": 0,
    },
    "placement": {
        "port_buffers": 32,
        "place_congestion": 0.918,
        "hpwlAfterDp_mm": 3.96,
        "dpl_worst_slack_ns": 0.498,
    },
    "run": {
        "log.warning_count": 28,
        "max_cap_viol_count": 0,
    },
    "worst_hold_path": {
        "min-delay-start": "count[0]",
        "hold_end": "count[0]",
        "hold_depth": 2,
        "hp-class": "flip-flop to flip-flop",
    },
}
## power by group through the flow
stage	clock [uW]	sequential (uW)	combinational, uW
final	0	29.7	99.8
after global routing	0	29.8	110
after CTS	0	29.7	99.9
## state kept, by name, summed over array words and instances, names as in the netlist
name / count
position_reg_unit.pos8: 2
position_reg_unit.pos7: 2
position_reg_unit.pos1: 2
position_reg_unit.pos9: 2
position_reg_unit.pos3: 2
tic_tac_toe_controller.next_state: 2
position_reg_unit.pos5: 2
tic_tac_toe_controller.computer_play: 1
position_reg_unit.pos6: 2
position_reg_unit.pos4: 2
tic_tac_toe_controller.current_state: 2
count: 1
position_reg_unit.pos2: 2
## cell usage in the layout (no fill, tap or decap), types with 2 or more instances in the layout
cell type / Yosys / final
nand3b_1: 4 / 4
o21ai_2: 2 / 2
o31ai_1: 2 / 2
and3_1: 10 / 10
a41o_1: 2 / 2
nor2b_1: 5 / 5
and3_2: 2 / 2
o22ai_1: 6 / 6
o2111ai_1: 3 / 3
o311a_1: 2 / 2
o21ai_0: 4 / 4
dfrtp_1: 20 / 20
nor2_1: 10 / 10
a221o_1: 2 / 2
nand4b_1: 2 / 2
or3_1: 4 / 4
or3b_1: 2 / 2
clkdlybuf4s50_1: 0 / 32
dlxtn_1: 3 / 3
inv_1: 6 / 6
conb_1: 1 / 3
a31o_1: 5 / 5
nand3_1: 8 / 8
nor4b_1: 2 / 2
nor3_1: 18 / 18
a31oi_1: 2 / 2
a2bb2oi_1: 4 / 4
nand2b_1: 2 / 2
a21oi_1: 3 / 3
a211oi_1: 2 / 2
nand2_1: 7 / 7
a32oi_1: 2 / 2
nand4_1: 2 / 2
a21o_1: 7 / 7
## cell families after synthesis
family                 synth area share (%)
buffers and inverters                  6.53
latches                                2.70
and+or+nand+nor                        34.6
AOI/OAI and AO/OA                      24.8
DFF                                    31.2
other                                 0.225
## cell type report
class                      count  area [sq um]  area share [%]
inverter                       6          22.5            1.10
multi-input combinational    147          1000            48.7
tap                          111           139            6.76
sequential                    24           566            27.5
timing repair buffer          33           328            15.9
## layer usage
layer	vias to the layer above	global-route usage (%)
li1	775	-
met1	812	11.7
met2	72	11.2
met3	0	1.86
met4	0	0.0824
met5	-	0
## through the flow
stage | util [%] | instances | area, sq um
after floorplan | - | 192 | 1680
after global placement | 22.4 | 321 | 2060
after detailed placement | 22.4 | 321 | 2060
after CTS | 22.4 | 321 | 2060
after global routing | 22.4 | 321 | 2060
final | 22.4 | 321 | 2060
## worst max-delay path by stage
stage	from	slack, ns	depth (start not counted)	to
after CTS	count[0]	0.50	1	co
after global routing	count[0]	0.48	1	co
final	count[0]	0.51	1	co
Power and IR drop assume default switching activity.
